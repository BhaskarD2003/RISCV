--- flow/constraint.sdc ---
current_design PC_Adder

set clk_period 14.5
set clk_io_pct 0.2

create_clock -name clk0 -period $clk_period

set non_clock_inputs [all_inputs -no_clocks]
set_input_delay [expr $clk_period * $clk_io_pct] -clock clk0 $non_clock_inputs
set_output_delay [expr $clk_period * $clk_io_pct] -clock clk0 [all_outputs]
--- flow/run.sh ---
#!/bin/bash
# OpenROAD 26Q1-2900-gdf79404cd8, Yosys 0.63+post, stock flow scripts
make -C /OpenROAD-flow-scripts/flow DESIGN_CONFIG=/design/flow/config.mk WORK_HOME=/design/flow/orfs finish
--- flow/design.v ---
module PC_Adder(a,b,c);
  input [31:0]a,b;
  output[31:0]c;
  assign c =a+b;
endmodule
--- flow/config.mk ---
export PLATFORM = sky130hd
export DESIGN_NAME = PC_Adder
export DESIGN_NICKNAME = PC_Adder
export VERILOG_FILES = /design/flow/design.v
export SDC_FILE = /design/flow/constraint.sdc
export NUM_CORES = 4
export LEC_CHECK = 1
export CORE_AREA = 10 10 107 107
export DIE_AREA = 0 0 117 117
==> notes.md <==
run results: IO Pins 96, number of diodes 0, seq_cells 0, post_cts resized 0, Crit. End Element primary output, layout cell share with drive strength beyond 1 0.03067, Area Growth Syn to Fin 60.55%, Starting DRT DRC Count 84, Seq/Total Area, Yosys 0, row cnt 35, most frequent cells in the layout clkdlybuf4s50_1, ha_1, a21oi_1, Lkg Pwr 0.001176 µW, Ys Warns 0, chip area 13,690 µm², Power Dens Cells 48.23 nW/µm², Multiplexer share 0.01148, clk_buf instances 0, overall global routing resource usage 0.08964, Mapped Area ~1700 µm², Final Cell Area about 2800 µm², Overflow after GRT 0, WP data arrival 5.90 ns, Core ar. between 9000 and 10,000 µm², simple share 0.1829, Syn Inst Count ~240, Max-Cap Viols 0, Avg Inst Size Synth 7.237 µm², FA/HA/MAJ Cells, Area Fraction 0.2339, Area leader share 0.2224, die height 117 µm, Post-Synth XOR/XNOR Area 0.1406, Worst Slack Setup Final 5.705 ns, Final Hold Fails 0, Via density 4.838, ANT nets after route 0, setup TNS 0 ns, first-pass GRT wire length between 10,000 and 15,000 µm, most numerous logic cell after layout clkdlybuf4s50_1, pre-CTS setup slack about 5.7 ns, class of the tightest hold or removal check in2out, Total Power 135.0 µW, Worst-Margin Slew 0.5576 ns, DR WL/cell 14.36 µm, Sequential Area 0 µm², pin count of the biggest net entering global routing 11, initial core utilization 0.1897, Critical Path Start Type input pin, fin crit period 8.795 ns, DRC Markers 0, total number of vias roughly 2,100, VDD IR-drop max 0.00001661 V, vias in the first global route between 2,000 and 2,500, Pre-antenna DRT Iters 4, distinct lib cells 50, dpl hpwl 5556 µm, status finished clean, Slew Limit Fails 0, yosys stat cell total ~240, Worst EP required 11.60 ns, Port Buffer Count 96, Final Cycle Share 0.6066, hold path startpoint b[0], yosys stat area 1744 µm², Worst Setup Path Type in2out, Die X 117 µm, Synth area leader ha_1, antenna violations before repair 1, hold_buf cts 0, worst-path maximum fanout 4, Finished Core Util 0.3045, relative slew slack 0.6186, crit path launch a[0], RSZ-0062 raised after global routing no, GP Congestion just over 0.8, Final Setup Violations 0, stage-log warning count 32, Placed Instance Area 2800 µm², top cells, area ha_1, a21oi_1, a21o_1, xor2_1, xnor2_1, area fraction in compound gates 0.3931, Post-CTS Setup Inserts 0, dominant kind of combinational cell AND-OR/OR-AND gates, FMAX about 110 MHz, WL final approximately 6300 µm
-- Yosys cell counts, types with 6 or more instances --
library cell,instances
a21o_1,19
a21oi_1,29
clkbuf_1,8
ha_1,31
inv_1,6
nand2_1,18
nand3_1,10
nand4_1,8
nor2_1,12
o21ai_0,13
xnor2_1,13
xor2_1,15
-- worst paths after layout --
kind                end  slack (ns)  depth (start not counted)
setup / recovery  c[26]        5.70                         11
hold / removal     c[0]        6.83                          3
-- cells by family (layout without fill, tap and decap cells) --
group / after synthesis / count (layout)
AND/OR/NAND/NOR: 65 / 65
multiplexers: 2 / 2
buffers and inverters: 17 / 102
AND-OR/OR-AND: 97 / 97
adder cells (fa/ha/maj): 32 / 32
XOR/XNOR: 28 / 28
-- where the power goes --
group	leakage, µW	switching, µW	total, µW	internal, µW
logic	0.00118	54.6	135	80.5
clock network	0	0	0	0
registers	0	0	0	0
-- cell type report --
class                           instances  area [µm²]
Tap cell                              111       138.9
Inverter                                6       22.52
Multi-Input combinational cell        224        1678
Fill cell                             974        6396
Timing Repair Buffer                   96       960.9
-- worst max-delay path, stage by stage --
cell and delay (ns):
clkdlybuf4s50_1 0.41, ha_1 0.24, fa_1 0.40, a21o_1 0.22, a31o_2 0.28, nand3_1 0.09
o221ai_1 0.23, a311oi_1 0.37, o21bai_1 0.11, xor2_1 0.14, clkdlybuf4s50_1 0.50
-- through the flow --
step / instances / hold slack, ns
final: 437 / 6.828
after CTS: 437 / 6.841
after detailed placement: 437 / 6.841
after global placement: 437 / 6.831
after floorplan: 241 / 5.872
after global routing: 437 / 6.869
-- per-layer routing --
metal | up-vias | wire [µm] | track usage
met4 | 2 | 1 | 0
li1 | 1091 | - | -
met2 | 62 | 2853 | 0.1511
met3 | 2 | 628 | 0.03199
met1 | 957 | 2777 | 0.1144
met5 | - | 13 | 0
Power is estimated from default activity; no workload was simulated.
