## run.sh

```bash
#!/bin/bash
# OpenROAD 26Q1-2900-gdf79404cd8, Yosys 0.63+post, stock flow scripts
make -C /OpenROAD-flow-scripts/flow DESIGN_CONFIG=/design/flow/config.mk WORK_HOME=/design/flow/orfs finish
```

## constraint.sdc

```tcl
current_design Mux

set clk_period 1.0
set clk_io_pct 0.2

create_clock -name clk0 -period $clk_period

set non_clock_inputs [all_inputs -no_clocks]
set_input_delay [expr $clk_period * $clk_io_pct] -clock clk0 $non_clock_inputs
set_output_delay [expr $clk_period * $clk_io_pct] -clock clk0 [all_outputs]
```

## config.mk

```make
export PLATFORM = sky130hd
export DESIGN_NAME = Mux
export DESIGN_NICKNAME = Mux
export VERILOG_FILES = /design/flow/design.v
export SDC_FILE = /design/flow/constraint.sdc
export NUM_CORES = 4
export LEC_CHECK = 1
export CORE_AREA = 10 10 70 70
export DIE_AREA = 0 0 80 80
```

## design.v

```verilog
module Mux(a,b,s,c);
	input [31:0] a,b;
	input s;
	output [31:0] c;
	assign c = (~s)? a:b;
endmodule
```

==> flow_summary.json <==
{
  "status": "finished with violations",
  "violations": "negative setup slack",
  "rows": 21,
  "layout.cell_area.non_filler_um2": 1700,
  "top_cells_by_area": "sky130_fd_sc_hd__mux2_4 83%, sky130_fd_sc_hd__buf_12 11%, sky130_fd_sc_hd__mux2_2 4.1%",
  "clock_buffer_count": 0,
  "final_critical_path_setup_slack_ns": -0.175,
  "ys_cells": 36,
  "fraction_of_layout_instances_using_a_drive_strength_above_1_pct": 56.2,
  "seq_cell_count": 0,
  "post_synth_inst_count": 36,
  "max_slew.worst_pin.slew_ns": 0.0611,
  "crit_path_start_kind": "primary input",
  "timing.hold.ws_ns": 0.694,
  "most_used_standard_cell_by_instance_count_after_synthesis": "sky130_fd_sc_hd__mux2_4",
  "grt.overflow.total": 0,
  "max_freq_ghz": 0.851,
  "top_area_cell": "sky130_fd_sc_hd__mux2_4",
  "pin_count_of_the_biggest_net_entering_global_routing": 8,
  "synth.distinct_cells": 4,
  "area_delta_synth_final_pct": 212,
  "finalClockPeriodUsage_pct": 118,
  "num_io_pins": 97,
  "logic_area_um2": 480,
  "finish.utilization_pct": 49.7,
  "yosysSeqAreaShare_pct": 0,
  "drc_errors": 0,
  "postRouteAntennaNets": 0,
  "final.min_clock_period_ns": 1.18,
  "avgRoutedWirePerCell_um": 14.8,
  "cts_hold_repair.buffers": 0,
  "dpl.hpwl_um": 2400,
  "ys_warn_count": 0,
  "chipWidth_um": 80,
  "io_buffer_count": 97,
  "report.final.hold_viol_count": 0,
  "cp.arrival_ns": 0.98,
  "grt_pass1_vias": 824,
  "fin_setup_tns_ns": -5.03,
  "worst_slack_at_placement_ns": -0.497,
  "tool_warnings": 34,
  "post-synth-top-area-fraction_pct": 82.8,
  "vdd_drop_max_v": 0.000173,
  "timing.hold.worst.class": "primary input to output port",
  "placedInstanceArea_um2": 1540,
  "yosys-top-cells-count": "30 x sky130_fd_sc_hd__mux2_4, 3 x sky130_fd_sc_hd__buf_12, 2 x sky130_fd_sc_hd__mux2_2, 1 x sky130_fd_sc_hd__buf_6",
  "grt_antenna_before_repair": 0,
  "nFillCells": 327,
  "setup_repair_after_global_routing_missed_its_margin": "true",
  "synth_area_um2": 544,
  "wirelength_um": 2850,
  "pwr_density_cell_nw_per_um2": 389,
  "globalplace.congestion": 0.760,
  "worst_setup_path_end_kind": "output port",
  "cap_viol_max_count": 0,
  "overall_global_routing_resource_usage_pct": 7.87,
  "wire_length_of_the_first_global_routing_pass_um": 4150,
  "die_area_um2": 6400,
  "detail_route.iter0.violations": 4,
  "sequential_cell_area_um2": 0,
  "pre_antenna_drt_iters": 2,
  "synth_area_per_cell_um2": 15.1,
  "static-leakage-power_uw": 0.000990,
  "report.final.setup_viol": 32,
  "core_area_um2": 3420,
  "synth_chip_area_um2": 544,
  "slew_viol_final": 0,
  "relSlewSlack_pct": 95.9,
  "crit_type": "primary input to output port",
  "worst-endpoint-required_ns": 0.80,
  "max_fo_critical_path": 7,
  "post_drt_via_cell_ratio": 3.80,
  "dr_total_vias": 730,
  "core_util_floorplan_pct": 15.9,
  "diodes": 0,
  "die_y_um": 80
}
## path summary, 6_finish.rpt
check,slack (ns),startpoint,end,cells past startpoint
max,-0.18,s,c[31],5
min,0.69,a[24],c[24],3
## worst max-delay path: stages
cell                     delay, ns
sky130_fd_sc_hd__buf_12       0.11
sky130_fd_sc_hd__buf_12       0.13
sky130_fd_sc_hd__buf_8        0.12
sky130_fd_sc_hd__mux2_4       0.30
sky130_fd_sc_hd__buf_6        0.11
## layout make-up
class	instances	area share [%]
tap	46	3.39
timing repair buffer	114	68.3
multi-input combinational	32	28.3
## stage by stage
step | instances | power (uW)
finish | 192 | 660
detailed placement | 177 | 655
CTS | 192 | 644
global placement | 177 | 654
global route | 192 | 706
floorplan | 36 | 206
## routing by layer
metal,wire (um),vias up,global-route usage (%)
met5,0,-,0
met1,1140,317,8.97
met4,0,0,0
met2,1390,51,14.3
met3,313,0,3.07
li1,-,362,-
## power breakdown
group	switching (uW)	leakage (uW)	internal, uW
Sequential	0	0	0
Combinational	141	0.000990	519
Clock	0	0	0
Total	141	0.000990	519
## cell usage in the layout (no fill, tap or decap)
cell,instances
sky130_fd_sc_hd__dlygate4sd2_1,40
sky130_fd_sc_hd__clkdlybuf4s50_1,10
sky130_fd_sc_hd__buf_16,1
sky130_fd_sc_hd__mux2_4,32
sky130_fd_sc_hd__buf_8,3
sky130_fd_sc_hd__dlymetal6s2s_1,14
sky130_fd_sc_hd__buf_2,12
sky130_fd_sc_hd__buf_12,3
sky130_fd_sc_hd__buf_4,2
sky130_fd_sc_hd__buf_6,29
## what timing repair did
action / 4_1_cts / 5_1_grt
resized: 170 / 23
endpoints found under the setup margin: 32 / 32
cloned: 1 / 0
buffers inserted: 14 / 0
pin swaps: 0 / 0
endpoints found under the hold margin: 0 / 0
## cell families (layout without fill, tap and decap cells)
| logic type | Yosys count | after routing | share of synthesized area, % |
|---|---|---|---|
| buffers and inverters | 4 | 114 | 13.1 |
| muxes | 32 | 32 | 86.9 |
No activity file was given, so power comes from the tool's default toggle rates.
